==> ./design.v <==
`timescale 1ns / 1ps
module dac_adapter(
	input CLOCK,
	input RESET,
	input SPI_MISO,
	input [11:0]BITS,
	output SPI_SCK,
    output SPI_MOSI,
    output DAC_CS,
    output DAC_CLR,
	output [7:0]CHECK,
	output [4:0]STATE,
	output [31:0]WRITE_BIT
);
reg INTERNAL_SPI_MOSI = 0;
reg INTERNAL_DAC_CS = 1;
reg INTERNAL_DAC_CLR = 0;
reg INTERNAL_SPI_SCK = 0;
reg [7:0]INTERNAL_CHECK = 0;
reg [31:0]INTERNAL_BITS = 0;
reg [4:0] INTERNAL_STATE = 1;
integer BASE_BITS = 32'b10000000001100110000000000000001; 
integer CURRENT_BIT = 32;
always @(posedge CLOCK) begin
	if (RESET == 1) begin
		INTERNAL_DAC_CS = 1;
		INTERNAL_DAC_CLR = 0;
		INTERNAL_STATE = 1;
	end else begin
		case (INTERNAL_STATE)
		1: begin
			INTERNAL_DAC_CS = 1;
			INTERNAL_DAC_CLR = 1;
			INTERNAL_SPI_SCK = 0;
			INTERNAL_SPI_MOSI = 0;
			INTERNAL_BITS = 0;
			CURRENT_BIT = 0;
			INTERNAL_STATE = 2;
		end
		2: begin
			INTERNAL_BITS = BASE_BITS | (BITS << 4);
			CURRENT_BIT = 32;
			INTERNAL_STATE = 3;
		end
		3: begin
			INTERNAL_DAC_CS = 0;
			INTERNAL_SPI_SCK = 0;
			INTERNAL_SPI_MOSI = INTERNAL_BITS[CURRENT_BIT - 1];
			CURRENT_BIT = CURRENT_BIT - 1;
			INTERNAL_STATE = 4;
		end
		4: begin			
			if (CURRENT_BIT > 0) begin
				INTERNAL_STATE = 3;
			end else begin
				INTERNAL_STATE = 5;
			end
			if (CURRENT_BIT < 24 && CURRENT_BIT >= 16) begin
				INTERNAL_CHECK[CURRENT_BIT - 16] = SPI_MISO;
			end
			INTERNAL_SPI_SCK = 1;
		end
		5: begin
			INTERNAL_SPI_SCK = 0;
			INTERNAL_STATE = 6;
		end
		6: begin
			INTERNAL_DAC_CS = 1;
			INTERNAL_SPI_SCK = 1;
			INTERNAL_STATE = 1;
		end
		default: begin
			INTERNAL_DAC_CS = 1;
			INTERNAL_DAC_CLR = 1;
			INTERNAL_SPI_SCK = 0;
			INTERNAL_SPI_MOSI = 0;
			INTERNAL_STATE = 1;
		end
		endcase
	end
end
assign SPI_MOSI = INTERNAL_SPI_MOSI;
assign SPI_SCK = INTERNAL_SPI_SCK;
assign DAC_CS = INTERNAL_DAC_CS;
assign DAC_CLR = INTERNAL_DAC_CLR;
assign CHECK = INTERNAL_CHECK;
assign STATE = INTERNAL_STATE;
assign WRITE_BIT = INTERNAL_BITS;
endmodule
`timescale 1ns / 1ps
module main(
	input SYSTEM_CLOCK,
	input SPI_MISO,
	output SPI_MOSI,
	output SPI_SCK,
	output DAC_CS,
	output DAC_CLR,
	output [7:0]LEDS
);
reg RESET_DAC = 0;
wire SLOW_CLOCK;
seconds_clock counter(
	.SYSTEM_CLOCK(SYSTEM_CLOCK),
	.SECONDS_CLOCK(SLOW_CLOCK)
);
integer STEP = 100;
reg TREND = 0;
reg [11:0]BITS = 0;
dac_adapter send(
	.CLOCK(SLOW_CLOCK),
	.RESET(RESET_DAC),
	.BITS(BITS),
	.SPI_SCK(SPI_SCK), 
	.SPI_MISO(SPI_MISO),
	.SPI_MOSI(SPI_MOSI),
	.DAC_CS(DAC_CS), 
	.DAC_CLR(DAC_CLR),
	.CHECK(LEDS)
);
always @(posedge DAC_CS) begin
	if (TREND == 1) begin
		BITS = BITS + STEP;
	end else begin
		BITS = BITS - STEP;
	end
	if (TREND == 1 && BITS > 12'hFFF - STEP) begin
		TREND = 0;
	end else if (TREND == 0 && BITS < STEP) begin
		TREND = 1;
	end
end
endmodule
`timescale 1ns / 1ps
module seconds_clock(
    input SYSTEM_CLOCK,
	output SECONDS_CLOCK
);
reg [31:0]CLOCK_COUNTER = 0;
reg INTERNAL_CLOCK = 0;
always @(posedge SYSTEM_CLOCK) begin
	if (CLOCK_COUNTER == 2500000) begin
		CLOCK_COUNTER <= 0;
		INTERNAL_CLOCK <= ~INTERNAL_CLOCK;
	end else begin
		CLOCK_COUNTER <= CLOCK_COUNTER + 1;
	end
end
assign SECONDS_CLOCK = INTERNAL_CLOCK;
endmodule
==> ./run.sh <==
#!/bin/bash
# OpenROAD 26Q1-2900-gdf79404cd8, Yosys 0.63+post, stock flow scripts
make -C /OpenROAD-flow-scripts/flow DESIGN_CONFIG=/design/flow/config.mk WORK_HOME=/design/flow/orfs finish
==> ./config.mk <==
export PLATFORM = sky130hd
export DESIGN_NAME = main
export DESIGN_NICKNAME = main
export VERILOG_FILES = /design/flow/design.v
export SDC_FILE = /design/flow/constraint.sdc
export NUM_CORES = 4
export LEC_CHECK = 1
export CORE_UTILIZATION = 50
==> ./constraint.sdc <==
current_design main

set clk_period 4.2
set clk_io_pct 0.2

create_clock -name clk0 -period $clk_period [get_ports {SYSTEM_CLOCK}]

set non_clock_inputs [all_inputs -no_clocks]
set_input_delay [expr $clk_period * $clk_io_pct] -clock clk0 $non_clock_inputs
set_output_delay [expr $clk_period * $clk_io_pct] -clock clk0 [all_outputs]
==> results.yml <==
# physical design summary
drt:
  diodes: 0
  met1Wirelength_um: 7630
  topRoutingLayerUsed: "met4"
  antenna_violating_nets_post_route: 0
  viasPerCell: 5.94
  wire_per_inst_um: 16.7
  detailedRoute.firstIterationViolations: 419
  via_count: 5745
  detail_route.first_pass.iterations: 5
  drc: 0
  routed-wl-met2_um: 7500
  route.met3.wl_um: 626
  postRouteWirelength_um: 16200
placement:
  placed_cell_area_mm2: 0.00737
  gp_congestion: 0.974
  io_buffers: 13
  post-dp-hpwl_um: 12000
floorplan:
  core_area_mm2: 0.0139
  core_util_floorplan: 0.513
  die-width_um: 121
  row_count: 43
  die_h_um: 121
  pin_count: 14
  die-area_mm2: 0.0147
clock_network:
  cts.hold.buffers_added: 0
  clock_insertion_delay_at_the_later_pin_of_the_skew_report_ns: 0.27
  maximum_clock_path_buffer_count: 2
  path_clk_slew_ns: 0.05
  cts_tree: "yes"
  cts_made_buffers: 5
  clock-root-buffer: "sky130_fd_sc_hd__clkbuf_16"
  htreeDepth: 2
  cts_post_setup_buffers_inserted: 0
  cts.repair.resized: 0
final_timing:
  number_of_unconstrained_endpoints: 135
  final_max_tran_viols: 0
  final_count_of_hold_timing_violations: 0
  timing.final.crit_period_ns: 2.48
  totalNegativeSetupSlack_ns: 0
  max_clk_rate_mhz: 403
  grt_setup_unrepaired: "no"
  holdWs_ns: 0.471
  finalClockSkew_ns: 0.00383
  number_of_register_pins_that_no_clock_reaches: 69
  portion_of_the_clock_cycle_consumed_by_the_worst_path_in_the_final_layout: 0.590
  final-setup-viol-count: 0
  max_slew_margin: 0.411
  tightest_slew_ns: 0.880
grt:
  grt_overflow: 0
  first_pass_grt_wire_length_um: 26900
  first_global_vias: 5305
  initial_antenna_violation_count: 0
  global_route.usage.total: 0.239
  grt_start_max_net_pins: 60
cells_and_area:
  syn_to_final_growth_pct: 5.34
  finalInstanceArea_mm2: 0.00750
  post_route_cells_drive_above_1_share: 0.0610
  most_frequent_logic_cell_in_the_layout: "sky130_fd_sc_hd__nor2_1"
  most-common-layout-cells: "sky130_fd_sc_hd__nor2_1 (88), sky130_fd_sc_hd__xnor2_1 (65), sky130_fd_sc_hd__nand2_1 (57)"
synth:
  ys_types: 78
  synth-main-ff-cell: "sky130_fd_sc_hd__edfxtp_1"
  synth.yosys.num_cells: 804
  yosys.stat.seqShare: 0.365
  synthCells: 804
  synth-edff-count: 56
  synth_flop_count: 102
  yosysChipArea_mm2: 0.00712
  synth.cell_area_mm2: 0.00712
  async_flop_share: 0
  synth_area_per_cell_um2: 8.86
  synth.yosys.warnings: 3
critical_path:
  critical_path_required_ns: 4.37
  worstSetupStartpointType: "register"
  worst-path-max-fanout: 5
  critPathArrivalTime_ns: 2.65
  timing.critical_path.to_type: "register"
  critPathKind: "reg2reg"
run:
  log.warning_count: 29
  maxCapViolCount: 0
pwr:
  p_leak_nw: 2.65
  vdd_drop_max_mv: 0.310
  p_per_area_mw_per_mm2: 87.4
status:
  status: "completed"
hold_path:
  hold_path_class: "reg2reg"
## routing by layer
metal	vias to the layer above	track usage
met4	0	0.0586
met3	27	0.0230
met1	2681	0.372
met5	-	0
met2	131	0.373
li1	2906	-
## report_power, final
part           internal (mW)  switching, mW  total [mW]
logic                0.00269        0.00190     0.00458
registers              0.317              0       0.317
clock network          0.219          0.116       0.335
## path summary, 6_finish.rpt
path,start,endpoint,slack [ns],cells past startpoint
worst max register to register,counter.CLOCK_COUNTER[2],counter.CLOCK_COUNTER[29],1.72,10
worst min-delay path,counter.CLOCK_COUNTER[27],counter.CLOCK_COUNTER[27],0.47,1
worst min register to register,counter.CLOCK_COUNTER[27],counter.CLOCK_COUNTER[27],0.47,1
worst max-delay path,counter.CLOCK_COUNTER[2],counter.CLOCK_COUNTER[29],1.72,10
## critical path, cell delays in order, from the launching register on
cell	delay [ns]
sky130_fd_sc_hd__dfxtp_1	0.40
sky130_fd_sc_hd__nand3_1	0.12
sky130_fd_sc_hd__nor2_1	0.16
sky130_fd_sc_hd__nand2_1	0.07
sky130_fd_sc_hd__nor3_1	0.31
sky130_fd_sc_hd__nand4_1	0.22
sky130_fd_sc_hd__nor2_1	0.19
sky130_fd_sc_hd__nand4_1	0.26
sky130_fd_sc_hd__nor2_1	0.34
sky130_fd_sc_hd__nand3_1	0.15
sky130_fd_sc_hd__xnor2_1	0.14
## stage by stage
stage	util	power, mW	setup WS, ns	cells
after CTS	0.541	0.662	1.75	967
after global placement	0.531	0.327	1.80	959
final	0.541	0.656	1.72	967
after floorplan	-	0.325	2.11	804
after global routing	0.541	0.680	1.54	967
after detailed placement	0.531	0.327	1.79	959
## Yosys cell counts, types with 28 or more instances
master | instances | share of area
sky130_fd_sc_hd__inv_1 | 28 | 0.015
sky130_fd_sc_hd__nor2_1 | 88 | 0.046
sky130_fd_sc_hd__clkbuf_1 | 39 | 0.021
sky130_fd_sc_hd__dfxtp_1 | 46 | 0.13
sky130_fd_sc_hd__nand2_1 | 57 | 0.030
sky130_fd_sc_hd__xor2_1 | 37 | 0.045
sky130_fd_sc_hd__nor4_1 | 29 | 0.025
sky130_fd_sc_hd__xnor2_1 | 65 | 0.080
sky130_fd_sc_hd__nor3_1 | 36 | 0.025
sky130_fd_sc_hd__edfxtp_1 | 56 | 0.24
sky130_fd_sc_hd__nand3_1 | 37 | 0.026
sky130_fd_sc_hd__nand4_1 | 28 | 0.025
## state kept, by name (all words and copies together), names as in the netlist
name	flops
BITS	10
TREND	1
counter.CLOCK_COUNTER	32
counter.INTERNAL_CLOCK	1
send.CURRENT_BIT	32
send.INTERNAL_BITS	11
send.INTERNAL_CHECK	8
send.INTERNAL_DAC_CLR	1
send.INTERNAL_DAC_CS	1
send.INTERNAL_SPI_MOSI	1
send.INTERNAL_SPI_SCK	1
send.INTERNAL_STATE	3
## cell type report
cell class / count / area [um^2]
multi-input combinational: 626 / 4230
sequential: 102 / 2600
fill: 1226 / 6380
inverter: 28 / 105
timing repair buffer: 23 / 205
clock buffer: 8 / 136
tap: 180 / 225
## kinds of logic (layout without fill, tap and decap cells)
family	Yosys count	in the layout	share of synthesized area
other cells	1	1	0.000526
mux	14	14	0.0265
xor+xnor	103	103	0.129
compound gates	114	114	0.116
simple gates	378	378	0.290
flops	102	102	0.365
fa+ha+maj	16	16	0.0292
buf+inv	76	59	0.0434
Power and IR drop assume default switching activity.
